==> /design/flow/run.sh <==
#!/bin/bash
# OpenROAD 26Q1-2900-gdf79404cd8, Yosys 0.63+post, stock flow scripts
make -C /OpenROAD-flow-scripts/flow DESIGN_CONFIG=/design/flow/config.mk WORK_HOME=/design/flow/orfs finish
==> /design/flow/config.mk <==
export PLATFORM = sky130hd
export DESIGN_NAME = VgaController
export DESIGN_NICKNAME = VgaController
export VERILOG_FILES = /design/flow/design.v
export SDC_FILE = /design/flow/constraint.sdc
export NUM_CORES = 4
export LEC_CHECK = 1
export CORE_UTILIZATION = 30
==> /design/flow/constraint.sdc <==
current_design VgaController

set clk_period 3.3
set clk_io_pct 0.2

create_clock -name clk0 -period $clk_period [get_ports {clk}]

set non_clock_inputs [all_inputs -no_clocks]
set_input_delay [expr $clk_period * $clk_io_pct] -clock clk0 $non_clock_inputs
set_output_delay [expr $clk_period * $clk_io_pct] -clock clk0 [all_outputs]
==> /design/flow/design.v <==
module VgaController(
    input wire clk,
    input wire rst,
    output wire [9:0] vga_x,
    output wire [8:0] vga_y,
    output reg hs,
    output reg vs,
    output wire video_on
);
    reg [9:0] h_count;
    reg [9:0] v_count;
    initial begin
        h_count <= 10'b0;
        v_count <= 10'b0;
    end
    always @(posedge clk) begin
        if (rst) begin
            h_count <= 10'b0;
        end else if (h_count == 10'd799) begin
            h_count <= 10'b0;
        end else begin
            h_count <= h_count + 1;
        end
    end
    always @(posedge clk) begin
        if (rst) begin
            v_count <= 10'b0;
        end else if (h_count == 10'd799) begin
            if (v_count == 10'd524) begin
                v_count <= 10'b0;
            end else begin
                v_count <= v_count + 1;
            end
        end
    end
    localparam HS_1 = 96;
    localparam VS_1 = 2;
    localparam HS_2 = 157;
    localparam VS_2 = 57;
    localparam WIDTH = 640;
    localparam HEIGHT = 480;
    wire h_sync, v_sync;
    assign h_sync = (h_count >= HS_1);
    assign v_sync = (v_count >= VS_1);
    assign video_on = (h_count >= HS_2)
                   && (h_count < HS_2 + WIDTH)
                   && (v_count > VS_2)
                   && (v_count < VS_2 + HEIGHT);
    assign vga_x = video_on ? h_count - HS_2 : 10'd0;
    assign vga_y = video_on ? v_count - VS_2 : 9'd0;
    always @(posedge clk) begin
        if (rst) begin
            hs <= 1;
            vs <= 1;
        end else begin
            hs <= h_sync;
            vs <= v_sync;
        end
    end
endmodule
==> flow_metrics.env <==
# flow metrics
export IMPL_ys_seq_share_pct=27.9
export IMPL_cpPeakStageDelay_ns=0.49
export IMPL_crit_slowest_cell="or4_4"
export IMPL_cap_violations=0
export IMPL_setup_tns_ns=0
export IMPL_synthTopCellsByArea="dfxtp_1 28%, nor3_1 8.6%, xnor2_1 8.3%, ha_1 7.1%, xor2_1 4.4%"
export IMPL_cts_root_buf="clkbuf_8"
export IMPL_edf_count=0
export IMPL_worst_slew_pin_transition_ns=0.599
export IMPL_period_minus_slack_ns=3.24
export IMPL_tool_warnings=34
export IMPL_slew_violations=0
export IMPL_yosys_area_um2=1580
export IMPL_grt_pass1_wl_um=5940
export IMPL_r2r_start="h_count[0]"
export IMPL_route_detailed_drc=0
export IMPL_r2r_end="v_count[9]"
export IMPL_setup_violations=0
export IMPL_leakage_nw=0.721
export IMPL_path_depth=6
export IMPL_io_pins=24
export IMPL_drtIter0Drc=105
export IMPL_start_kind="register"
export IMPL_die_height_um=74.6
export IMPL_cp_max_fo=6
export IMPL_diodes=0
export IMPL_syn_cell_area_um2=1580
export IMPL_crit_end="vga_x[7]"
export IMPL_grt_max_degree=16
export IMPL_htreeDepth=1
export IMPL_gp_congestion=0.820
export IMPL_hold_path_class="reg -> reg"
export IMPL_grt_pass1_vias=1202
export IMPL_clkLatencyLatePin_ns=0.26
export IMPL_rsz0062_at_grt="true"
export IMPL_crit_family="simple AND/OR/NAND/NOR gates"
export IMPL_drtAntennaViolNets=0
export IMPL_comb_area_um2=1070
export IMPL_dp_hpwl_um=2620
export IMPL_grt_overflow=0
export IMPL_numCtsBuffers=3
export IMPL_top_usage_layer="met1"
export IMPL_dieArea_um2=5560
export IMPL_worst_r2r_setup_slack_ns=1.12
export IMPL_synth_top_area_share_pct=27.9
export IMPL_core_area_um2=5070
export IMPL_use_met2_pct=20.5
export IMPL_fmax_ghz=0.309
export IMPL_period_used_pct=98.1
export IMPL_met3_usage_pct=0.549
export IMPL_synth_area_per_cell_um2=7.90
export IMPL_clock_skew_ns=0.00356
export IMPL_clock_sinks=22
export IMPL_syn_to_final_growth_pct=28.9
export IMPL_ys_cells=200
export IMPL_relSlewSlack_pct=59.8
export IMPL_critPathBufInv=2
export IMPL_antenna_found_initial=0
export IMPL_die_w_um=74.6
export IMPL_netlist_top_cell_by_area="dfxtp_1"
export IMPL_synthArstFlopShare_pct=0
export IMPL_use_met1_pct=22.6
export IMPL_port_buffers=23
export IMPL_grtUsageTotal_pct=13.8
export IMPL_arrival_ns=2.58
export IMPL_flop_area_um2=449
export IMPL_end_kind="output port"
export IMPL_powerDensity_nw_per_um2=232
export IMPL_cts_buffer_depth=2
export IMPL_final_cell_mix="22 x clkdlybuf4s50_1, 19 x nor3_1, 19 x dfxtp_1"
export IMPL_holdWs_ns=0.535
export IMPL_irDropWorstVdd_v=0.000112
export IMPL_layout_drive_gt1_share_pct=17.3
export IMPL_layout_cells_most_common="clkdlybuf4s50_1"
export IMPL_cts_tree="yes"
export IMPL_clk_pin_slew_ns=0.08
export IMPL_min_from="v_count[5]"
export IMPL_crit_type="reg -> out"
export IMPL_wl_per_cell_um=12.3
export IMPL_syn_instance_count=200
export IMPL_ys_types=39
export IMPL_row_count=26
export IMPL_place_inst=290
export IMPL_r2r_cells=6
export IMPL_vias=1444
export IMPL_ff_type="dfxtp_1"
export IMPL_startpoint="v_count[5]"
export IMPL_status="finished, final reports clean"
export IMPL_initCoreUtil_pct=31.1
export IMPL_nFillCells=524
export IMPL_finalHoldViolCount=0
export IMPL_avgViaCountPerCell=4.89
export IMPL_routed_wl_um=3640
export IMPL_ys_flops=22
export IMPL_crit_chain="or4_4 -> a31o_1 -> a221o_2 -> buf_4 -> nor3_1 -> clkdlybuf4s50_1"
export IMPL_worstPathRequired_ns=2.64
export IMPL_drtPass1Iterations=4
export IMPL_final_cells=295
export IMPL_ys_warn_count=1
-- power breakdown --
part	switching, mW	internal (mW)	leakage, nW
logic	0.0180	0.0135	0.519
clock network	0.0884	0.0816	0.0216
registers	0.00301	0.269	0.180
total	0.109	0.364	0.721
-- synth_stat cells, types with 2 or more instances --
cell and number:
a21o_1 2, a21oi_1 11, buf_2 9, buf_6 4, clkbuf_1 5, dfxtp_1 22
ha_1 9, inv_1 5, nand2_1 13, nand2b_1 2, nand3_1 7, nand4_1 4
nor2_1 18, nor3_1 27, nor4_1 4, o21ai_0 9, or3_1 5, or4_1 2
xnor2_1 15, xor2_1 8
-- layout make-up --
| class | instances | area share, % |
|---|---|---|
| clock buffers | 3 | 2.03 |
| inverters | 5 | 0.921 |
| multi-input cells | 155 | 52.6 |
| flip-flops and latches | 22 | 22.1 |
| well taps | 70 | 4.30 |
| repair buffers | 40 | 18.1 |
-- logic make-up after synthesis --
kind of cell | share of synthesized area (%)
flops | 27.9
compound gates | 12.0
simple gates | 31.5
fa+ha+maj | 7.13
mux | 0.633
buf+inv | 8.08
xor+xnor | 12.7
-- sequential cells by signal (all words and copies together), names as in the netlist --
register,cells
v_count,10
hs,1
h_count,10
vs,1
-- routing by layer --
metal  wire length, um  vias up
met5                 0        -
met4                70        0
met3                83        7
met2              1590       29
met1              1900      654
li1                  -      754
-- how the worst min path moves through the flow --
| stage | to | cells after the start |
|---|---|---|
| finish | v_count[5] | 2 |
| global route | v_count[5] | 2 |
| CTS | v_count[5] | 2 |
-- metrics by stage --
step                setup slack, ns  cell area [um^2]  total power [mW]  utilization, %
floorplan                     0.899              1580             0.299               -
CTS                         0.00365              1950             0.477            38.4
finish                       0.0631              2040             0.474            40.1
global placement              0.279              1900             0.311            37.5
detailed placement            0.244              1900             0.310            37.5
global route                -0.0430              2040             0.490            40.1
-- worst reg2reg max path, delay by kind of cell, from the launching register on --
kind	cells	cell delay, ns
AOI/OAI and AO/OA	1	0.14
adders and majority gates	1	0.24
buffers and inverters	1	0.15
DFF	1	0.33
and+or+nand+nor	3	1.26
-- what timing repair did --
action / CTS / global route
resized: 3 / 19
endpoints found under the hold margin: 0 / 0
cloned: 0 / 1
endpoints found under the setup margin: 9 / 19
setup buffers: 0 / 1
pin swaps: 0 / 2
hold buffers: 0 / 0
Power figures rest on the tool's default switching activity, not on a simulated workload.
