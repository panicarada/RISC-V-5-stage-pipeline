==> /design/flow/design.v <==
`timescale 1ns / 1ps
module  		  P2S#(
    DATA_BITS = 64,  											 
	DATA_COUNT_BITS = 6 									 
)(  input wire clk,		 
						input wire rst,
						input wire Serial,
						input wire[DATA_BITS-1:0] P_Data,
						output reg  s_clk,
						output wire s_clrn,
						output wire sout,
						output reg  EN
						);
localparam
		S_IDLE = 0,   
		S_TRAN = 1,   
		S_CLKN = 2,   
		S_DONE = 3;   
reg [1:0] start=00,state;
reg [DATA_COUNT_BITS-1:0] shift_count = 0;	
reg [DATA_BITS-1:0] buffer;						
	assign s_clrn =1;
	assign sout = buffer[0];			 
	always @(posedge clk )
		start<= {start[0],Serial};
	always @(posedge clk or posedge rst )begin
		if (rst ) begin
			state <= 0;
			shift_count <= 0;
			s_clk <= 0;
			EN <=0;
		end
		else case(state)
				S_IDLE: if(start==2'b01)begin 
							  buffer <= {P_Data}; 
							  s_clk <= 0;
							  state  <= S_TRAN;
							  EN <=0;
							end	 
							else begin 
								 EN <=1;
								  state <= S_IDLE;
								  s_clk <= 0;
								  shift_count <= 0;
								  end			
				S_TRAN: begin if(shift_count == DATA_BITS-1)begin			 
									  s_clk <= ~s_clk;
									  state <= S_DONE;			  
								  end
								  else if(s_clk==1) begin 
											shift_count <= shift_count+1;
											buffer <= {1'b0, buffer[DATA_BITS-1:1]};	 
											state <= S_TRAN;
											s_clk <= ~s_clk;
										 end
										 else begin 
										   state <= S_TRAN;
											s_clk <= ~s_clk;
										 end
							end
				S_DONE: begin 
 							s_clk <= ~s_clk;
							buffer <= {1'b0,buffer[DATA_BITS-1:1]};	 
							state <=  S_IDLE;
							end
			  endcase
	end
endmodule
==> /design/flow/run.sh <==
#!/bin/bash
# OpenROAD 26Q1-2900-gdf79404cd8, Yosys 0.63+post, stock flow scripts
make -C /OpenROAD-flow-scripts/flow DESIGN_CONFIG=/design/flow/config.mk WORK_HOME=/design/flow/orfs finish
==> /design/flow/config.mk <==
export PLATFORM = sky130hd
export DESIGN_NAME = P2S
export DESIGN_NICKNAME = P2S
export VERILOG_FILES = /design/flow/design.v
export SDC_FILE = /design/flow/constraint.sdc
export NUM_CORES = 4
export LEC_CHECK = 1
export CORE_UTILIZATION = 30
==> /design/flow/constraint.sdc <==
current_design P2S

set clk_period 4.8
set clk_io_pct 0.2

create_clock -name clk0 -period $clk_period [get_ports {clk}]

set non_clock_inputs [all_inputs -no_clocks]
set_input_delay [expr $clk_period * $clk_io_pct] -clock clk0 $non_clock_inputs
set_output_delay [expr $clk_period * $clk_io_pct] -clock clk0 [all_outputs]
==> flow_summary.ini <==
; generated from flow reports
[clock_tree]
cts-root-buf = clkbuf_16
clk_pin_slew_ns = 0.06
cts_hold_buf = 0
htreeDepth = 3
cts_tree = done
post_cts_buffers = 0
cts_resized = 0
cts_made_buffers = 9
cts_num_sinks = 77
cts_buffer_depth = 2
clk_latency_ns = 0.32

[grt]
grtUsageMet1_pct = 17.46
antenna_found_initial = 0
use_met2_pct = 14.08
gr-total-overflow = 0
top_usage_layer = met1
grt.total_usage_pct = 10.30
first_global_vias = 1904
met3_usage_pct = 2.899
grt_pass1_wl_um = 9715
grt_max_degree = 35

[power]
switchingPower_mw = 0.2631
leakage_nw = 1.847
swShare_pct = 16.23
combPwrFrac_pct = 5.9
pwr-share-seq_pct = 44.8
clkPwrFrac_pct = 49.3
power_density_nw_per_um2 = 345.5
ir_worst_vdd_v = 0.0001495
total_power_mw = 1.621
p_int_mw = 1.358

[timing]
clock-skew-final_ns = 0.005383
finalMaxSlewViolations = 0
setup_tns_ns = 0
worst_slew_pin_slew_ns = 0.5959
fin_hold_ws_ns = 0.3756
fin_crit_sh_pct = 54.02
fmax_mhz = 385.7
max_slew_margin_pct = 60.27
fin_ws_ns = 2.207
period_needed_ns = 2.593
rsz0062_at_grt = false
setup_violations = 0
hold_viol_final = 0

[finish]
drive_gt1_share_pct = 31.16
finish.utilization_pct = 40.73
layout_top_cells = 69 x clkdlybuf4s50_1, 64 x edfxtp_1, 48 x mux2_4, 15 x mux2_2, 10 x dfrtp_1
final_cells = 419
syn_to_final_growth_pct = 31.18
stdcell_area_um2 = 4691
lay_top_count = clkdlybuf4s50_1

[critical_path]
rrSetupSlack_ns = 2.78
critPathCaptureType = register
crit_chain = clkdlybuf4s50_1 -> inv_1 -> nand2_1 -> nor4b_4 -> buf_4
cp_top_family = buffers and inverters
cp-start-kind = primary input
timing.critical_path.slowest_stage_cell = buf_4
critPathKind = in2reg
max_stage_delay_ns = 0.41
path_max_fanout = 32
cp.required_ns = 4.78
arrival_ns = 2.57
cp_num_buf_inv = 3

[floorplanning]
std_cell_rows = 39
fp.coreArea_um2 = 11520
initial_utilization_pct = 31.05
io_pins = 71
die-area_um2 = 12360
die_w_um = 111.2
die_h_um = 111.2

[synthesis]
yosysUniqueCellTypes = 34
top_area_cell = edfxtp_1
syn_inst = 198
top_cell_area_share_pct = 53.74
numSynthFlops = 77
synth.avg_cell_area_um2 = 18.06
synth_seq_share_pct = 62.60
ys_top_cells_by_area = edfxtp_1 54%, mux2_4 20%, dfrtp_1 7.0%
synth_area_um2 = 3576
ys_warn_count = 1
ys_cells = 198
yosys_area_um2 = 3576

[route]
first_iter_violations = 67
diodes = 0
drc = 0
via_per_inst = 4.453
wirelength_um = 5800
drtPass1Iterations = 21
ant_nets = 0
via_count = 1866
wire_per_inst_um = 13.84

[place]
place_inst = 404
gp_congestion = 0.7459
port_buffers = 69
hpwl_um = 3668
dpl-instance-area_um2 = 4338
dp_slack_ns = 1.819

[job]
cap_violations = 0
warnings = 25

[worst_hold_path]
min_path_type = reg2reg

[run_status]
status = finished clean
-- final timing paths --
kind,start,endpoint,cells past startpoint
setup / recovery,rst,buffer[31]$_DFFE_PP_,5
hold / removal,start[0]$_DFF_P_,start[1]$_DFF_P_,0
setup reg to reg,shift_count[0]$_DFFE_PP0P_,buffer[31]$_DFFE_PP_,5
hold reg to reg,start[0]$_DFF_P_,start[1]$_DFF_P_,0
max in group asynchronous,rst,state[0]$_DFF_PP1_,2
min in group asynchronous,rst,EN$_DFFE_PP0P_,2
-- layer usage --
metal  vias up  share of wire, %  wire [um]
li1        897                 -          -
met3         9               6.8        396
met4         0               1.7         99
met1       899                50       2881
met2        61                42       2422
met5         -                 0          0
-- power by group through the flow --
stage / registers [mW] / clock network [mW] / logic [mW]
4_1_cts: 0.725 / 0.826 / 0.0970
5_1_grt: 0.725 / 0.846 / 0.103
6_report: 0.725 / 0.800 / 0.0955
-- cell families (layout without fill, tap and decap cells) --
group	count (synthesis)	count (layout)	synth area share, %
multiplexers	64	64	25.26
buffers and inverters	14	92	4.688
AND/OR/NAND/NOR	24	24	3.849
other	1	1	0.1049
flip-flops	77	77	62.60
adder cells (fa/ha/maj)	1	1	0.3498
AND-OR/OR-AND	17	17	3.149
-- flip-flops by register name (all words and copies together), names as in the netlist --
name,flops
EN,1
buffer,64
start,2
state,3
shift_count,6
s_clk,1
-- worst reg2reg max path: stages (launching register included) --
cell	delay [ns]
dfrtp_1	0.42
ha_1	0.30
nand3_1	0.11
nor2_1	0.11
nor4b_4	0.30
buf_4	0.41
-- final cells by class --
type,instances,area (um^2)
Clock buffer,10,229.0
Clock inverter,5,123.9
Fill cell,1057,6825
Inverter,4,15.01
Multi-Input combinational cell,107,1185
Sequential cell,77,2238
Tap cell,143,178.9
Timing Repair Buffer,73,720.7
-- cell usage after synthesis, drive strengths merged --
cell     n
conb     1
o22ai    1
nor4b    1
nand3    5
or2b     1
nand2    7
a21oi    6
mux2i    1
o21a     1
and3     1
nor2b    1
dfrtp   10
nand3b   1
buf     10
inv      4
and2     1
nand4    1
dfstp    1
ha       1
a41oi    2
dfxtp    2
nor2     3
edfxtp  64
nor3     1
nand2b   1
mux2    63
o211a    1
o31ai    2
o21ai    4
No activity file was given, so power comes from the tool's default toggle rates.
